File: config.mk
export PLATFORM = sky130hd
export DESIGN_NAME = TOP_FIR
export DESIGN_NICKNAME = TOP_FIR
export VERILOG_FILES = /design/flow/design.v
export SDC_FILE = /design/flow/constraint.sdc
export NUM_CORES = 4
export LEC_CHECK = 1
export CORE_UTILIZATION = 40
File: constraint.sdc
current_design TOP_FIR

set clk_period 6.0
set clk_io_pct 0.2

create_clock -name clk0 -period $clk_period [get_ports {clk}]

set non_clock_inputs [all_inputs -no_clocks]
set_input_delay [expr $clk_period * $clk_io_pct] -clock clk0 $non_clock_inputs
set_output_delay [expr $clk_period * $clk_io_pct] -clock clk0 [all_outputs]
File: design.v
`timescale 1ns/1ps
module ADDER1#(parameter DATAWIDTH = 16, PRODUCT_WIDTH= 2*DATAWIDTH)(
    input signed [PRODUCT_WIDTH-1:0] tin_a,
    input signed [PRODUCT_WIDTH-1:0] tin_b,
    output signed [PRODUCT_WIDTH-1:0] tout_add
);
assign tout_add = tin_a + tin_b;
endmodule
`timescale 1ns/1ps
module ADDER2#(parameter DATAWIDTH = 16, PRODUCT_WIDTH= 2*DATAWIDTH)(
    input signed [PRODUCT_WIDTH-1:0] tin_a,
    input signed [PRODUCT_WIDTH-1:0] tin_b,
    output signed [PRODUCT_WIDTH-1:0] tout_add
);
assign tout_add = tin_a + tin_b;
endmodule
module CONTROLLER_FIR #(parameter DATAWIDTH = 16)(
    input clk,
    input rst,
    input start,
    input stop,
    output reg ld_x,
    output reg ld_y,
    output reg ld_delay1,
    output reg ld_delay2,
    output reg done
);
    reg [1:0] ps, ns;
localparam START = 2'b00,
          RUNNING = 2'b01,
          DONE = 2'b10;
always @(posedge clk or posedge rst) begin
    if (rst)
        ps <= START;
    else
        ps <= ns;
end
always @(*) begin
    case (ps)
        START:ns = start ? RUNNING : START;
        RUNNING: ns = stop ? DONE : RUNNING;
        DONE: ns = DONE;
        default: ns = START;
    endcase
end
always @(*) begin
    case (ps)
        START: begin
            ld_x = 1'b0;
            ld_y = 1'b0;
            ld_delay1 = 1'b0;
            ld_delay2 = 1'b0;
            done = 1'b0;
        end
        RUNNING: begin
            ld_x = 1'b1;
            ld_y = 1'b0;
            ld_delay1 = 1'b1;
            ld_delay2 = 1'b1;
            done = 1'b0;
        end
        DONE: begin
            ld_x = 1'b0;
            ld_y = 1'b1;
            ld_delay1 = 1'b0;
            ld_delay2 = 1'b0;
            done = 1'b1;
        end
        default: begin
            ld_x = 1'b0;
            ld_y = 1'b0;
            ld_delay1 = 1'b0;
            ld_delay2 = 1'b0;
            done = 1'b0;
        end
    endcase
end
endmodule
module DATAPATH_FIR #(parameter DATAWIDTH = 16, PRODUCT_WIDTH= 2*DATAWIDTH)(
    input clk, 
    input rst,
    input signed [DATAWIDTH-1:0] x,
    input ld_x,
    input ld_y,
    input ld_delay1,
    input ld_delay2,
    output signed [PRODUCT_WIDTH-1:0] y
);
  wire signed [DATAWIDTH-1:0] temp_x;
  wire signed [DATAWIDTH-1:0] tout_delay1;
   wire signed [PRODUCT_WIDTH-1:0] tout_delay2;
  wire signed [PRODUCT_WIDTH-1:0] tout_mul1;
  wire signed [PRODUCT_WIDTH-1:0] tout_mul2;
  wire signed [PRODUCT_WIDTH-1:0] tout_mul3;
  wire signed [PRODUCT_WIDTH-1:0] tout_add1;
  wire signed [PRODUCT_WIDTH-1:0] tout_add2;
localparam signed [DATAWIDTH-1:0] h0 = 16'sb0_0000000_01000000;  
localparam signed [DATAWIDTH-1:0] h1 = 16'sb0_0000000_10000000;  
localparam signed [DATAWIDTH-1:0] h2 = 16'sb0_0000000_01000000;  
Reg_x #(DATAWIDTH) Reg_x_inst(
    .clk(clk),
    .rst(rst),
    .x(x),
    .ld_x(ld_x),
    .tout_x(temp_x)
);
Reg_delay1 #(DATAWIDTH) Reg_delay1_inst(
    .clk(clk),
    .rst(rst),
    .tin_delay1(tout_mul1),
    .ld_delay1(ld_delay1),
    .tout_delay1(tout_delay1)
);
MUL1 #(DATAWIDTH) MUL1_inst(
    .tin_a(temp_x),
    .tin_b(h2),
    .mul_out(tout_mul1)
);
MUL2 #(DATAWIDTH) MUL2_inst(
    .tin_a(temp_x),
    .tin_b(h1),
    .mul_out(tout_mul2)
);
Reg_delay2 #(DATAWIDTH) Reg_delay2_inst(
    .clk(clk),
    .rst(rst),
    .tin_delay2(tout_add1),
    .ld_delay2(ld_delay2),
    .tout_delay2(tout_delay2)
);
ADDER1 #(DATAWIDTH) ADD1_inst(
    .tin_a(tout_delay1),
    .tin_b(tout_mul2),
    .tout_add(tout_add1)
);
MUL3 #(DATAWIDTH) MUL3_inst(
    .tin_a(temp_x),
    .tin_b(h0),
    .mul_out(tout_mul3)
);
ADDER2 #(DATAWIDTH) ADD2_inst(
    .tin_a(tout_delay2),
    .tin_b(tout_mul3),
    .tout_add(tout_add2)
);
Reg_y #(DATAWIDTH) Reg_y_inst(
    .clk(clk),
    .rst(rst),
    .tin_y(tout_add2),
    .ld_y(ld_y),
    .tout_y(y)
);
endmodule
`timescale 1ns/1ps
module MUL1 #(parameter DATAWIDTH = 16,PRODUCT_WIDTH= 2*DATAWIDTH)(
    input signed [DATAWIDTH-1:0] tin_a,
    input signed [DATAWIDTH-1:0] tin_b,
    output signed [PRODUCT_WIDTH-1:0] mul_out
);
    assign mul_out = (tin_a * tin_b);
endmodule
`timescale 1ns/1ps
module MUL2 #(parameter DATAWIDTH = 16, PRODUCT_WIDTH= 2*DATAWIDTH)(
    input signed [DATAWIDTH-1:0]tin_a,
    input signed[DATAWIDTH-1:0]tin_b,
    output signed [PRODUCT_WIDTH-1:0] mul_out
);
assign mul_out = tin_a*tin_b;
endmodule
`timescale 1ns/1ps
module MUL3 #(parameter DATAWIDTH = 16, PRODUCT_WIDTH= 2*DATAWIDTH ,PRODUCT_WIDTH_MUL3= 2*2*DATAWIDTH)(
    input signed [DATAWIDTH-1:0]tin_a,
    input signed[DATAWIDTH-1:0]tin_b,
    output signed [PRODUCT_WIDTH-1:0] mul_out
);
assign mul_out = tin_a*tin_b;
endmodule
`timescale 1ns/1ps
module Reg_delay1 #(DATAWIDTH = 16, PRODUCT_WIDTH = 2*DATAWIDTH )(
    input clk, 
    input rst,
    input signed [PRODUCT_WIDTH-1:0]tin_delay1,
    input ld_delay1,
    output signed [PRODUCT_WIDTH-1:0] tout_delay1
);
reg [PRODUCT_WIDTH-1:0] temp_delay1;
always@(posedge clk or posedge rst)
begin
    if (rst)
        temp_delay1 <= 0;
    else 
        if(ld_delay1)
        temp_delay1 <= tin_delay1;
end
assign tout_delay1 = temp_delay1;
endmodule
`timescale 1ns/1ps
module Reg_delay2 #(DATAWIDTH = 16, PRODUCT_WIDTH = 2*DATAWIDTH)(
    input clk, 
    input rst,
    input signed [PRODUCT_WIDTH-1:0]tin_delay2,
    input ld_delay2,
    output signed [PRODUCT_WIDTH-1:0] tout_delay2
);
reg [PRODUCT_WIDTH-1:0] temp_delay2;
always@(posedge clk or posedge rst)
begin
    if (rst)
        temp_delay2 <= 0;
    else 
        if(ld_delay2)
        temp_delay2 <= tin_delay2;
end
assign tout_delay2 = temp_delay2;
endmodule
`timescale 1ns/1ps
module Reg_x #(DATAWIDTH = 16 )(
    input clk, 
    input rst,
    input signed [DATAWIDTH-1:0]x,
    input ld_x,
    output signed [DATAWIDTH-1:0] tout_x
);
reg [DATAWIDTH-1:0] temp_x;
always@(posedge clk or posedge rst)
begin
    if (rst)
        temp_x <= 0;
    else 
        if(ld_x)
        temp_x <= x;
end
assign tout_x = temp_x;
endmodule
`timescale 1ns/1ps
module Reg_y #(DATAWIDTH = 16, PRODUCT_WIDTH = 2*DATAWIDTH)(
    input clk, 
    input rst,
    input signed [ PRODUCT_WIDTH-1:0]tin_y,
    input ld_y,
    output signed [ PRODUCT_WIDTH-1:0] tout_y
);
reg [ PRODUCT_WIDTH-1:0] temp_y;
always@(posedge clk or posedge rst)
begin
    if (rst)
        temp_y <= 0;
    else 
        if(ld_y)
        temp_y <= tin_y;
end
assign tout_y = temp_y;
endmodule
module TOP_FIR #(parameter DATAWIDTH = 16 ,PRODUCT_WIDTH= 2*DATAWIDTH )(
    input clk,
    input rst,
    input start,
    input stop,
    input signed [DATAWIDTH-1:0] x,   
    output signed [PRODUCT_WIDTH-1:0] y,   
    output done                
);
    wire ld_x, ld_y, ld_delay1, ld_delay2;
    CONTROLLER_FIR #(DATAWIDTH) controller_inst (
        .clk(clk),
        .rst(rst),
        .start(start),
        .stop(stop),
        .ld_x(ld_x),
        .ld_y(ld_y),
        .ld_delay1(ld_delay1),
        .ld_delay2(ld_delay2),
        .done(done)
    );
    DATAPATH_FIR #(DATAWIDTH, PRODUCT_WIDTH) datapath_inst (
        .clk(clk),
        .rst(rst),
        .x(x),
        .ld_x(ld_x),
        .ld_y(ld_y),
        .ld_delay1(ld_delay1),
        .ld_delay2(ld_delay2),
        .y(y)
    );
endmodule
File: run.sh
#!/bin/bash
# OpenROAD 26Q1-2900-gdf79404cd8, Yosys 0.63+post, stock flow scripts
make -C /OpenROAD-flow-scripts/flow DESIGN_CONFIG=/design/flow/config.mk WORK_HOME=/design/flow/orfs finish
==> changes_impl.md <==
### Physical design

- Final hold vios: 0
- # rows: 37
- Worst IR Drop VDD: 0.110 mV
- Largest net degree at the start of global routing: 48
- Mapped Cells: 403
- Post-CTS Repair Setup Buffers: 0
- Syn Area/Cell: 10.6 um2
- Chip width: 106 um
- Pleak: 2.29 nW
- Placed wire-length estimate: 5910 um
- CP startpoint: datapath_inst.Reg_x_inst.temp_x[0]
- Internal: 0.986 mW
- Via density: 5.22
- Synthesized registers: 73
- Share of layout cells above drive strength 1: 15.9%
- Max_cap viols: 0
- Final setup fails: 0
- Area leader share: 42.0%
- Routed Antenna Nets: 0
- GR Overflow Total: 0
- Cts hold-fix bufs: 0
- Max transition margin: 54.0%
- Iteration-0 DRC Markers: 100
- Register share after synthesis: 42.6%
- Crit start category: register
- WS Path Type: register to register
- Cell area leaders: dfrtp_1 (42%), mux2_2 (11%), ha_1 (9.9%)
- Log Warnings: 25
- Worst R2R Setup Slack: 3.27 ns
- Core ar.: 10400 um2
- Post-route minimum period: 2.73 ns
- Flip-flops with a built-in enable: 0
- Antenna diode count: 0
- Final wirelength: 8080 um
- Endpoint, Worst Hold: controller_inst.ps[0]
- CTS H-tree lvls: 3
- Root Driver: clkbuf_8
- Synth unique cells: 57
- Setup TNS: 0 ns
- Most numerous cell in the Yosys netlist: dfrtp_1
- Layout area overhead: 17.7%
- Hold Crit Class: register to register
- Clock skew: 0.0142 ns
- Worst hold path cell count: 1
- PostCTS Resize Cnt: 0
- Critical Path Fanout Max: 4
- Core Util at FP: 41.4%
- Die area: 11100 um2
- Mapped Area: 4290 um2
- Drt drc: 0
- CTS tree: done
- Tot Pwr: 1.41 mW
- Slew Viols, Final: 0
- Num CTS Buffers: 9
- Hold path startpoint: controller_inst.ps[0]
- Critical Path Sink Type: register
- Ys Warns: 7
- Share of total power in the clock network: 24.9%
- Worst reg2reg endpoint: datapath_inst.Reg_delay2_inst.temp_delay2[21]
- Switching pwr: 0.426 mW
- Reg power frac: 45.1%
- Clk buf depth: 2
- Worst hold slack: 0.485 ns
- IO buf count: 46
- Drt pass-1 iters: 4
- Clk latency late pin: 0.35 ns
- Sink Count: 73
- Status: finished clean
- Post-detailed-route wirelength per cell: 13.7 um
- Synth async-reset ratio: 100%
- DR vias: 3082
- Initial antenna violation count: 0
- RSZ-0062 raised after global routing: false
- I/O Pins: 53
- Total track usage: 16.2%
- F_max: 0.366 GHz
- Final worst path period share: 45.5%
- Post-synth top flop: dfrtp_1
- Wire length of the first global-routing pass: 14300 um
- Die height: 106 um
- Final Util: 48.7%
- Switching share of power: 30.2%
- Synth cell count leaders: dfrtp_1 (72), mux2_2 (43), ha_1 (34), o21ai_0 (29), a21oi_1 (24)
- Tightest Pin Transition: 0.690 ns
- FF-to-FF Start: datapath_inst.Reg_x_inst.temp_x[0]
- R2R cell count: 9
- Clock transition at path regs: 0.08 ns
- Area leader, netlist: dfrtp_1
- Vias in the first global route: 2940
- Cell area power density: 280 nW/um2
- Required @ worst endpoint: 6.28 ns
- Yosys chip area: 4290 um2
- Worst EP arrival: 3.01 ns
- Comb pwr share: 30.0%
- Cell total in the yosys stat output: 403
- Placer Congestion: 0.826
[routing by layer]
metal  part of all wire [%]  global-route usage [%]
met2                     39                    22.7
met3                    3.8                    2.59
met1                     55                    28.0
met5                      0                       0
met4                    1.4                    1.98
[worst max-delay path: stages, from the launching register on]
cell      delay (ns)
dfrtp_1         0.43
ha_1            0.25
fa_1            0.43
a211oi_1        0.37
o21a_1          0.18
nor3_1          0.06
o211ai_1        0.22
o21ai_1         0.14
or4_1           0.49
nand3_1         0.10
[cell families (layout without fill, tap and decap cells)]
logic type / count (synthesis) / after routing / synth area share [%]
AOI/OAI and AO/OA: 116 / 116 / 18.5
and+or+nand+nor: 77 / 77 / 8.49
DFF: 73 / 73 / 42.6
muxes: 46 / 46 / 12.1
adders and majority gates: 36 / 36 / 10.9
buffers and inverters: 36 / 82 / 3.68
xor gates and xnor gates: 18 / 18 / 3.68
other: 1 / 6 / 0.0874
[per-stage QoR]
step                area (um2)  worst slack (ns)  cells
floorplan                 4310              2.95    408
global placement          4870              3.31    574
detailed placement        4870              3.31    574
CTS                       5050              3.26    590
global route              5050              3.08    590
finish                    5050              3.27    590
[cell usage in the layout (no fill, tap or decap), types with 3 or more instances in the layout]
master,count
a211oi_1,5
conb_1,6
clkinvlp_4,4
ha_1,34
clkbuf_8,10
inv_1,16
dfrtp_1,72
xnor2_1,14
or3_1,3
nand2_1,21
o21bai_1,4
nor3_1,10
o2bb2ai_1,3
clkdlybuf4s50_1,46
nor2_1,20
a31oi_1,6
mux2_2,43
o21a_1,4
xor2_1,4
nand3_1,6
o21ai_0,29
o31ai_1,3
a21oi_1,24
nor2b_1,6
a21o_1,10
buf_4,3
o211ai_1,3
[area by class of cell]
| cell class | count | area, um2 |
|---|---|---|
| clock buffer | 10 | 138 |
| clock inverter | 6 | 43.8 |
| fill | 939 | 5320 |
| inverter | 17 | 63.8 |
| multi-input combinational | 299 | 2320 |
| sequential | 73 | 1830 |
| tap | 136 | 170 |
| timing repair buffer | 49 | 483 |
[flip-flops by register name, indices dropped and copies added (netlist names)]
name and flops:
datapath_inst.Reg_y_inst.temp_y 26, controller_inst.ps 3, datapath_inst.Reg_delay1_inst.temp_delay1 10, datapath_inst.Reg_x_inst.temp_x 16, datapath_inst.Reg_delay2_inst.temp_delay2 18
[power groups by stage]
stage / clock network (mW) / logic, mW / registers, mW
CTS: 0.366 / 0.427 / 0.639
global route: 0.393 / 0.479 / 0.652
finish: 0.352 / 0.423 / 0.637
[worst max path at each step]
stage	end	cells after the start
global route	datapath_inst.Reg_delay2_inst.temp_delay2[21]	9
CTS	datapath_inst.Reg_delay2_inst.temp_delay2[21]	9
finish	datapath_inst.Reg_delay2_inst.temp_delay2[21]	9
Power and IR drop assume default switching activity.
