==> design.v <==
module controller_fir#(parameter DATAWIDHT = 16)(
    input clk,
    input rst,
    input start,
    input stop,
    output reg ld_reg,
    output reg ld_out,
    output reg done
);
reg [1:0] ps, ns;
localparam idle = 2'b00, running = 2'b01, finish = 2'b10;
always @(posedge clk or posedge rst) begin
    if(rst)
        ps <= idle;
    else
        ps <= ns;
end
always @(*) begin
    case(ps)
        idle: ns = start ? running : idle;
        running: ns = stop ? finish : running;
        finish: ns = idle;
        default: ns = idle;
    endcase
end
always @(*) begin
    case(ps)
        idle: begin
            ld_reg = 0;
            ld_out = 0;
            done = 0;
        end
        running: begin
            ld_reg = 1;
            ld_out = 0;
            done = 0;
        end
        finish : begin
            ld_reg = 0;
            ld_out = 1;
            done = 1;
        end
        default: begin
            ld_reg = 0;
            ld_out = 0;
            done = 0;
        end
    endcase
end
endmodule
module datapath_fir #(parameter DATAWIDTH = 16 )(
    input clk, 
    input rst,
    input signed [DATAWIDTH-1:0] x,
    input ld_reg,
    input ld_out,
    output signed [DATAWIDTH*2-1:0] y
);
localparam PRODUCT_WIDTH = DATAWIDTH * 2;
reg signed [PRODUCT_WIDTH-1:0] y_reg;
reg signed [DATAWIDTH-1:0] x_reg;
reg signed [PRODUCT_WIDTH-1:0] tout_delay_reg1;
reg signed [PRODUCT_WIDTH-1:0] tout_delay_reg2;
wire signed [PRODUCT_WIDTH-1:0] tout_mul1;
wire signed [PRODUCT_WIDTH-1:0] tout_mul2;
wire signed [PRODUCT_WIDTH-1:0] tout_mul3;
wire signed [PRODUCT_WIDTH-1:0] tout_add1;
wire signed [PRODUCT_WIDTH-1:0] temp_y;
localparam signed [DATAWIDTH-1:0] h0 = 16'sb0_0000000_01000000;  
localparam signed [DATAWIDTH-1:0] h1 = 16'sb0_0000000_10000000;  
localparam signed [DATAWIDTH-1:0] h2 = 16'sb0_0000000_01000000;  
always @(posedge clk or posedge rst) begin
    if(rst)
        x_reg <= 0;
    else if(ld_reg)
        x_reg <= x;
end
always @(posedge clk or posedge rst) begin
    if(rst)
        tout_delay_reg1 <= 0;
    else if(ld_reg)
        tout_delay_reg1 <= tout_mul1;
end
always @(posedge clk or posedge rst) begin
    if(rst)
        tout_delay_reg2 <= 0;
    else if(ld_reg)
        tout_delay_reg2 <= tout_add1; 
end
always @(posedge clk or posedge rst) begin
    if(rst)
        y_reg <= 0;
    else if(ld_out)
        y_reg <= temp_y;
end
assign tout_mul1 = h2 * x_reg;
assign tout_mul2 = h1 * x_reg; 
assign tout_mul3 = h0 * x_reg;
assign tout_add1 = tout_mul2 + tout_delay_reg1;
assign temp_y = tout_delay_reg2 + tout_mul3;
assign y = y_reg; 
endmodule
module top_fir #(parameter DATAWIDTH = 16)(
    input clk,
    input rst,
    input start,
    input stop,
    input signed [DATAWIDTH-1:0] x,
    output signed [DATAWIDTH*2-1:0] y,
    output done
);
    wire ld_reg;
    wire ld_out;
    controller_fir #(DATAWIDTH) controller_inst (
        .clk(clk),
        .rst(rst),
        .start(start),
        .stop(stop),
        .ld_reg(ld_reg),
        .ld_out(ld_out),
        .done(done)
    );
    datapath_fir #(DATAWIDTH) datapath_inst (
        .clk(clk),
        .rst(rst),
        .x(x),
        .ld_reg(ld_reg),
        .ld_out(ld_out),
        .y(y)
    );
endmodule
==> run.sh <==
#!/bin/bash
# OpenROAD 26Q1-2900-gdf79404cd8, Yosys 0.63+post, stock flow scripts
make -C /OpenROAD-flow-scripts/flow DESIGN_CONFIG=/design/flow/config.mk WORK_HOME=/design/flow/orfs finish
==> config.mk <==
export PLATFORM = sky130hd
export DESIGN_NAME = top_fir
export DESIGN_NICKNAME = top_fir
export VERILOG_FILES = /design/flow/design.v
export SDC_FILE = /design/flow/constraint.sdc
export NUM_CORES = 4
export LEC_CHECK = 1
export CORE_UTILIZATION = 50
==> constraint.sdc <==
current_design top_fir

set clk_period 4.7
set clk_io_pct 0.2

create_clock -name clk0 -period $clk_period [get_ports {clk}]

set non_clock_inputs [all_inputs -no_clocks]
set_input_delay [expr $clk_period * $clk_io_pct] -clock clk0 $non_clock_inputs
set_output_delay [expr $clk_period * $clk_io_pct] -clock clk0 [all_outputs]
==> run_results.csv <==
group,metric,value,unit
layout,most-common-layout-cells,"dfrtp_1, mux2_2, clkdlybuf4s50_1",
power_and_ir_drop,internal-power,2.50,mW
power_and_ir_drop,power_density,805,mW/mm^2
clock_network,clkTransAtPathRegs,0.08,ns
yosys,ys_ff,79,
yosys,yosys-stat-cells,426,
power_and_ir_drop,p_total,4.27,mW
place,portBuffers,46,
global_route,use_met1,0.352,
global_route,grt_use_met2,0.285,
clock_network,post_cts_resized,0,
clock_network,clock_latency,0.36,ns
yosys,top_cells_by_area,"dfrtp_1, mux2_2, ha_1, a21oi_1, o21ai_0",
yosys,yosys_area,0.00459,mm^2
yosys,synth-main-ff-cell,"dfrtp_1",
timing,rsz0062_at_grt,"no",
timing,tns,0,ns
route,num_vias,3263,
yosys,synth-edff-count,0,
route,first_pass_iters,45,
timing,period_used_share,0.534,
critical_path,cpMaxStageDelayCell,"fa_1",
critical_path,cp.required,4.95,ns
layout,syn_to_final_growth,15.9,%
timing,tightest_slew,0.648,ns
clock_network,post_cts_buffers,0,
timing,period_minus_slack,2.51,ns
yosys,syn_area_per_cell,10.8,um^2
route,postRouteAntennaNets,0,
layout,fillers,732,
route,wl,8790,um
floorplanning,die_h,97.8,um
layout,lay_top_count,"dfrtp_1",
clock_network,clk_path_buf_depth,2,
route,drt-vias-per-instance,5.60,
yosys,synth-async-reset-ratio,1.00,
outcome,violations,"DRC",
critical_path,setup.worst_path.class,"reg -> reg",
timing,postLayoutSetupSlackWorst,2.19,ns
timing,finClkSkew,0.00901,ns
timing,whs,0.477,ns
layout,stdcell_count,583,
power_and_ir_drop,seq_power_share,0.287,
critical_path,start_kind,"register",
global_route,grt_first_pass_wirelength,15100,um
floorplanning,ios,53,
place,place_hpwl,6410,um
yosys,synth_area,0.00459,mm^2
clock_network,cts.sinks,79,
power_and_ir_drop,ir_worst_vdd,0.000321,V
global_route,grt_use_total,0.203,
route,antenna_cells,0,
place,preCtsSetupSlack,2.23,ns
clock_network,hold_buffers,0,
power_and_ir_drop,p_leak,2.28,nW
power_and_ir_drop,pwr-share-comb,0.597,
power_and_ir_drop,power_frac_clock,0.116,
timing,drv_slew,0,
clock_network,cts_root_buf,"clkbuf_8",
global_route,met3_usage,0.0305,
floorplanning,initial_core_util,0.521,
floorplanning,die-area,0.00956,mm^2
layout,layout-drive-gt1-share,0.177,
power_and_ir_drop,p_switching,1.77,mW
timing,final_hold_viol_count,0,
timing,slew_headroom,0.568,
global_route,grt_max_degree,55,
yosys,yosysWarningCount,2,
critical_path,crit_path_end_kind,"register",
yosys,yosysTopAreaCell,"dfrtp_1",
global_route,grt.overflow.total,0,
flow_run,cap_violations,0,
layout,largest_register_ff_count,26,
clock_network,cts_tree,"built",
floorplanning,die_w,97.8,um
critical_path,crit_chain,"ha_1 -> fa_1 -> a211oi_1 -> o21ai_1 -> a21oi_2 -> o31ai_2 -> xor2_1 -> mux2_2",
floorplanning,coreArea,0.00881,mm^2
yosys,ys_seq_share,0.431,
global_route,antenna_found_initial,0,
yosys,ys_types,55,
yosys,synthCells,426,
timing,clock.fmax,399,MHz
route,post-route-drc-count,6,
critical_path,worst_ep_arrival_time,2.75,ns
flow_run,warnings,26,
critical_path,critPathMaxStageDelay,0.43,ns
timing,finalSetupViolCount,0,
outcome,outcome,"complete, but fails checks",
floorplanning,rows,34,
global_route,busiest_layer,"met1",
global_route,grt_pass1_vias,3143,
place,globalplace.congestion,0.884,
yosys,synth_top_area_share,0.426,
clock_network,cts_made_buffers,9,
place,dp.cells,568,
power_and_ir_drop,swShare,0.414,
clock_network,h-tree-depth,3,
min_path,hold_class,"reg -> reg",
critical_path,crit_path_max_fanout,4,
route,routedWlPerCell,15.1,um
route,drt_iter0_markers,101,
[path summary, 6_finish.rpt]
path	from	end	slack [ns]	cells after the start
worst max-delay path	datapath_inst.x_reg[0]	datapath_inst.tout_delay_reg2[21]	2.19	8
min in group asynchronous	rst	datapath_inst.y_reg[10]	0.90	2
worst max register to register	datapath_inst.x_reg[0]	datapath_inst.tout_delay_reg2[21]	2.19	8
max in group asynchronous	rst	datapath_inst.x_reg[11]	2.78	3
worst min register to register	datapath_inst.y_reg[31]	datapath_inst.y_reg[31]	0.48	1
worst min-delay path	datapath_inst.y_reg[31]	datapath_inst.y_reg[31]	0.48	1
[worst max-delay path, delay by kind of cell (launching register included)]
family / cells / cell delay, ns
adders and majority gates: 2 / 0.68
AOI/OAI and AO/OA: 4 / 0.89
xor gates and xnor gates: 1 / 0.15
muxes: 1 / 0.26
DFF: 1 / 0.42
[layer usage]
layer	vias up	part of all wire	routed length [um]
met5	-	0	0
met4	0	0.022	197
met3	14	0.036	320
met2	75	0.41	3630
met1	1547	0.53	4650
li1	1627	-	-
[cell type report]
class,count,area [um^2],area share
clock buffers,10,128,0.0240
inverters,14,53.8,0.0101
clock inverters,5,60.1,0.0113
repair buffers,49,483,0.0909
well taps,108,135,0.0254
multi-input cells,318,2470,0.466
flip-flops and latches,79,1980,0.373
[power by group through the flow]
stage | combinational [mW] | clock [mW] | sequential, mW
CTS | 2.55 | 0.509 | 1.23
global route | 2.87 | 0.538 | 1.28
finish | 2.55 | 0.494 | 1.23
[synth_stat cells, types with 2 or more instances]
library cell,count
a21o_1,8
o2bb2ai_1,4
a21oi_1,29
o31ai_1,4
buf_4,6
o21bai_1,6
o31ai_2,3
o21ai_1,3
inv_1,13
mux2_2,52
o211ai_1,4
dfrtp_1,78
nand4_1,6
a2111oi_2,2
nand3_1,7
a211oi_1,5
clkbuf_1,11
xor2_1,8
xnor2_1,12
nor3_1,6
o21a_1,10
o21ai_0,25
ha_1,34
nor2_1,23
nor2b_1,3
nand2b_1,3
nand2_1,29
fa_1,2
a21oi_2,3
buf_2,2
[metrics by stage]
stage | utilization | cell area [um^2]
2_1_floorplan | - | 4600
3_3_place_gp | 0.582 | 5120
3_5_place_dp | 0.582 | 5120
4_1_cts | 0.603 | 5310
5_1_grt | 0.603 | 5310
6_report | 0.603 | 5310
[cell families after synthesis]
family,count (synthesis),synth area share
and+or+nand+nor,84,0.0849
muxes,53,0.130
AOI/OAI and AO/OA,119,0.180
xor gates and xnor gates,20,0.0382
other,1,0.000818
adders and majority gates,36,0.102
buffers and inverters,34,0.0333
DFF,79,0.431
No activity file was given, so power comes from the tool's default toggle rates.
